[constraint.sdc]
current_design shift

set clk_period 3.6
set clk_io_pct 0.2

create_clock -name clk0 -period $clk_period

set non_clock_inputs [all_inputs -no_clocks]
set_input_delay [expr $clk_period * $clk_io_pct] -clock clk0 $non_clock_inputs
set_output_delay [expr $clk_period * $clk_io_pct] -clock clk0 [all_outputs]
[run.sh]
#!/bin/bash
# OpenROAD 26Q1-2900-gdf79404cd8, Yosys 0.63+post, stock flow scripts
make -C /OpenROAD-flow-scripts/flow DESIGN_CONFIG=/design/flow/config.mk WORK_HOME=/design/flow/orfs finish
[design.v]
module shift #(parameter N = 32)
(
input signed [N-1:0] A,
input [4:0] amt,  
output signed [N-1:0] Y
);
assign Y = A >> amt;
endmodule
[config.mk]
export PLATFORM = sky130hd
export DESIGN_NAME = shift
export DESIGN_NICKNAME = shift
export VERILOG_FILES = /design/flow/design.v
export SDC_FILE = /design/flow/constraint.sdc
export NUM_CORES = 4
export LEC_CHECK = 1
export CORE_UTILIZATION = 40
==> impl_metrics.csv <==
group,metric,value,unit
logic_synthesis,ys_seq_share,0,%
floorplanning,row_count,22,
floorplanning,chipArea,4364,um2
global_route,grt_pass1_vias,2075,
place,portBuffers,69,
floorplanning,core,3799,um2
logic_synthesis,synthesis.yosys.warnings,0,
global_route,grt_start_max_net_pins,23,
clocking,postCtsHoldBufs,0,
detailed_routing,diodes,0,
logic_synthesis,synthDistinctLibCells,46,
logic_synthesis,top_area_share,39.79,%
global_route,grt_remaining_overflow,0,
detailed_routing,drc_errors,0,
detailed_routing,drtAntennaViolNets,0,
pwr,swShare,40.38,%
floorplanning,fp_util,43.21,%
finish,nClkBuffers,0,
final_timing,finalHoldViolCount,0,
floorplanning,io_pins,69,
place,numPlacedInstances,326,
floorplanning,fp.dieH,66.06,um
worst_hold_path,hp-class,"in2out",
place,postPlaceCellArea,2695,um2
job,timing.max_cap.violations,0,
final_timing,fmax,0.2836,GHz
job,warnings,33,
pwr,power_frac_seq,0,%
finish,fill_cells,275,
detailed_routing,num_vias,2125,
detailed_routing,via_per_inst,6.439,
worst_setup_path,crit_type,"in2out",
place,place_congestion,1.031,
final_timing,setup_viol,0,
final_timing,period_used_share,97.94,%
pwr,p_clk_share,0,%
detailed_routing,wl_per_cell,19.88,um
finish,mi_logic_area,1550,um2
global_route,antenna_found_initial,0,
logic_synthesis,top_cell,"mux4_2",
worst_setup_path,worstPathMaxFanout,3,
status,status,"finished, final reports clean",
pwr,pwr_density_cell,148.7,nW/um2
pwr,p_sw,0.1661,mW
worst_setup_path,critPathRequiredTime,2.88,ns
finish,layout.area.seq,0,um2
final_timing,rsz0062_at_grt,"false",
final_timing,final.setup.tns,0,ns
worst_setup_path,start_kind,"primary input",
final_timing,period_minus_slack,3.526,ns
logic_synthesis,yosys.area.top_type,"mux4_2",
finish,instances_no_fill,330,
logic_synthesis,avgSynthCellArea,9.120,um2
final_timing,slew_violations,0,
pwr,p_int,0.2452,mW
logic_synthesis,area_leaders,"mux4_2 40%, mux2i_1 9.8%, mux2_2 5.5%",
final_timing,tightest_slew,0.4502,ns
finish,area_growth,68.45,%
global_route,grt_util_all_layers,32.74,%
worst_setup_path,critical_path_arrival,2.81,ns
detailed_routing,wl,6.560,mm
finish,ff_count,0,
detailed_routing,initialDrtViolationCount,244,
detailed_routing,dr.pass1.iters,7,
worst_setup_path,endpoint_kind,"primary output",
finish,final_cell_area,2765,um2
logic_synthesis,yosys_area,1642,um2
logic_synthesis,synthCells,180,
floorplanning,die_w,66.06,um
place,hpwl,5.341,mm
pwr,p_leak,1.132,nW
pwr,pwr-share-comb,100.0,%
logic_synthesis,ys_top_cells_by_count,"29 x mux4_2, 23 x nor2_1, 16 x mux2i_1",
pwr,ir_worst_vdd,0.08764,mV
global_route,grt_pass1_wl,10.26,mm
logic_synthesis,synth.cell_area,1642,um2
logic_synthesis,ys_cells,180,
final_timing,relSlewSlack,69.13,%
finish,layout-drive-gt1-share,34.04,%
-- per-stage QoR --
step                hold WS [ns]  utilization [%]  total power [mW]  worst slack [ns]
finish                     2.312            72.79            0.4112           0.07432
global route               2.339            72.79            0.4392           0.01589
CTS                        2.567            71.48            0.4009          0.003512
detailed placement         2.559            70.95            0.3974           -0.1678
global placement           2.573            70.95            0.3937           -0.1052
floorplan                  1.574                -            0.1843            0.6942
-- placed cells by master (no fill, tap or decap), types with 2 or more instances in the layout --
master and n:
mux2_2 8, clkdlybuf4s50_1 54, o21ai_1 3, a221o_1 2, nor3_1 3, a22o_1 2
a211o_1 2, or3_1 3, nand2_1 14, nand3b_1 3, o211ai_1 3, dlygate4sd2_1 10
a32oi_1 3, and2_1 3, mux2i_1 14, buf_4 45, mux4_2 29, o221ai_1 2
o22ai_1 3, dlymetal6s2s_1 4, a22oi_1 6, buf_12 3, mux2i_2 2, inv_1 3
a21oi_1 3, o31ai_1 2, a211oi_1 4, o2bb2ai_1 3, or2_2 2, nor2_1 23
-- power by group through the flow --
stage | registers, mW | clock network (mW) | logic, mW
6_report | 0 | 0 | 0.411
4_1_cts | 0 | 0 | 0.401
5_1_grt | 0 | 0 | 0.439
-- worst max-delay path, stage by stage --
cell,delay (ns)
clkdlybuf4s50_1,0.41
buf_4,0.15
mux4_2,0.50
mux2_2,0.31
mux2i_2,0.18
o211ai_1,0.10
clkdlybuf4s50_1,0.43
-- logic make-up (layout without fill, tap and decap cells) --
kind of cell | after synthesis | after routing | synth area share (%)
simple gates | 58 | 58 | 16.62
compound gates | 46 | 46 | 21.95
buf+inv | 23 | 125 | 6.402
mux | 53 | 53 | 55.03
-- worst paths after layout --
| path | end | cells after the start | startpoint | slack, ns |
|---|---|---|---|---|
| worst max-delay path | Y[3] | 7 | A[22] | 0.07 |
| worst min-delay path | Y[1] | 5 | A[27] | 2.31 |
-- layer usage --
metal  track usage, %  part of all wire, %  up-vias
met3            8.741                  9.8       18
met5                0                    0        -
li1                 -                    -      957
met4            5.585                  2.5        0
met2            51.02                   46      139
met1            47.96                   42     1011
-- timing repair --
item                                    CTS  global route
buffers inserted                          2             0
gates cloned                              1             1
pin swaps                                 1             1
endpoints found under the setup margin   14             9
gates resized                            15             8
-- cell type report --
class,instances,area share [%]
Inverter,4,0.5430
Multi-Input combinational cell,157,56.06
Tap cell,48,2.172
Timing Repair Buffer,121,41.22
Power figures rest on the tool's default switching activity, not on a simulated workload.

File: flow/run.sh
#!/bin/bash
# OpenROAD 26Q1-2900-gdf79404cd8, Yosys 0.63+post, stock flow scripts
make -C /OpenROAD-flow-scripts/flow DESIGN_CONFIG=/design/flow/config.mk WORK_HOME=/design/flow/orfs finish
File: flow/config.mk
export PLATFORM = sky130hd
export DESIGN_NAME = CORDIC_UNIT
export DESIGN_NICKNAME = CORDIC_UNIT
export VERILOG_FILES = /design/flow/design.v
export SDC_FILE = /design/flow/constraint.sdc
export NUM_CORES = 4
export LEC_CHECK = 1
export CORE_UTILIZATION = 30
File: flow/constraint.sdc
current_design CORDIC_UNIT

set clk_period 248.6
set clk_io_pct 0.2

create_clock -name clk0 -period $clk_period

set non_clock_inputs [all_inputs -no_clocks]
set_input_delay [expr $clk_period * $clk_io_pct] -clock clk0 $non_clock_inputs
set_output_delay [expr $clk_period * $clk_io_pct] -clock clk0 [all_outputs]
File: flow/design.v
module CORDIC_UNIT 
#(
parameter N = 32,
parameter I = 10)
(
input trig_rot,  
input signed [N-1:0] angle,
input signed [N-1:0] Xi,
input signed [N-1:0] Yi,
output signed [N-1:0] sin,
output signed [N-1:0] cos,
output signed [N-1:0] Xr,
output signed [N-1:0] Yr
);
parameter signed pi2 = 32'b0001_1001001000011111101101010100;  
parameter signed npi2 = 32'b1110_0110110111100000010010101100;  
parameter signed pi = 32'b0011_0010010000111111011010101000;  
parameter signed npi = 32'b1100_1101101111000000100101011000;  
parameter signed p3pi2 = 32'b0100_1011011001011111000111111100;  
parameter signed n3pi2 = 32'b1011_0100100110100000111000000100;  
parameter signed p2pi = 32'b0110_0100100001111110110101010001;  
wire signed [N-1:0] X [0:I-1];
wire signed [N-1:0] Y [0:I-1];
wire signed [N-1:0] Z [0:I-1];
wire signed [N-1:0] X_cor, Y_cor;
reg signed [N-1:0] X0,Y0,Z0;
wire [N-1:0] lookup_table[0:31];
assign lookup_table[0]  = 32'b0000_1100100100001111110110101010;
assign lookup_table[1]  = 32'b0000_0111011010110001100111000001;
assign lookup_table[2]  = 32'b0000_0011111010110110111010111111;
assign lookup_table[3]  = 32'b0000_0001111111010101101110101001;
assign lookup_table[4]  = 32'b0000_0000111111111010101011011101;
assign lookup_table[5]  = 32'b0000_0000011111111111010101010110;
assign lookup_table[6]  = 32'b0000_0000001111111111111010101010;
assign lookup_table[7]  = 32'b0000_0000000111111111111111010101;
assign lookup_table[8]  = 32'b0000_0000000011111111111111111010;
assign lookup_table[9]  = 32'b0000_0000000001111111111111111111;
assign lookup_table[10] = 32'b0000_0000000000111111111111111111;
assign lookup_table[11] = 32'b0000_0000000000011111111111111111;
assign lookup_table[12] = 32'b0000_0000000000001111111111111111;
assign lookup_table[13] = 32'b0000_0000000000000111111111111111;
assign lookup_table[14] = 32'b0000_0000000000000011111111111111;
assign lookup_table[15] = 32'b0000_0000000000000001111111111111;
assign lookup_table[16] = 32'b0000_0000000000000000111111111111;
assign lookup_table[17] = 32'b0000_0000000000000000011111111111;
assign lookup_table[18] = 32'b0000_0000000000000000001111111111;
assign lookup_table[19] = 32'b0000_0000000000000000000111111111;
assign lookup_table[20] = 32'b0000_0000000000000000000011111111;
assign lookup_table[21] = 32'b0000_0000000000000000000001111111;
assign lookup_table[22] = 32'b0000_0000000000000000000000111111;
assign lookup_table[23] = 32'b0000_0000000000000000000000011111;
assign lookup_table[24] = 32'b0000_0000000000000000000000001111;
assign lookup_table[25] = 32'b0000_0000000000000000000000000111;
assign lookup_table[26] = 32'b0000_0000000000000000000000000011;
assign lookup_table[27] = 32'b0000_0000000000000000000000000001;	
always @(*)
begin
	if( ((angle >= pi2) && (angle < pi)) || ((angle <= npi2) && (angle > npi)) )
		begin
			if(trig_rot) begin  
				if(angle[N-1]) begin  
					X0 = 32'b0000_0000000000000000000000000000;
					Y0 = 32'b1111_0000000000000000000000000000;
					Z0 = angle + pi2;
				end
				else begin  
					X0 = 32'b0000_0000000000000000000000000000;
					Y0 = 32'b0001_0000000000000000000000000000;
					Z0 = angle - pi2;
				end
			end
			else begin  
				if(angle[N-1]) begin  
					X0 = Yi;
					Y0 = -Xi;
					Z0 = angle + pi2;
				end
				else begin  
					X0 = -Yi;
					Y0 = Xi;
					Z0 = angle - pi2;
				end			
			end
		end
	else if( ((angle >= pi) && (angle < p3pi2)) || ((angle <= npi) && (angle > n3pi2)) )
		begin
			if(trig_rot) begin  
				if(angle[N-1]) begin  
					X0 = 32'b1111_0000000000000000000000000000;
					Y0 = 32'b0000_0000000000000000000000000000;
					Z0 = angle + pi;
				end
				else begin  
					X0 = 32'b1111_0000000000000000000000000000;
					Y0 = 32'b0000_0000000000000000000000000000;
					Z0 = angle - pi;
				end
			end
			else begin  
				if(angle[N-1]) begin  
					X0 = -Xi;
					Y0 = -Yi;
					Z0 = angle + pi;
				end
				else begin  
					X0 = -Xi;
					Y0 = -Yi;
					Z0 = angle - pi;
				end			
			end
		end
	else if( (angle >= p3pi2) || (angle <= n3pi2) )
		begin
			if(trig_rot) begin  
				if(angle[N-1]) begin  
					X0 = 32'b0000_0000000000000000000000000000;
					Y0 = 32'b0001_0000000000000000000000000000;
					Z0 = angle + p3pi2;
				end
				else begin  
					X0 = 32'b0000_0000000000000000000000000000;
					Y0 = 32'b1111_0000000000000000000000000000;
					Z0 = angle - p3pi2;
				end
			end
			else begin  
				if(angle[N-1]) begin  
					X0 = Xi;
					Y0 = Yi;
					Z0 = angle + p2pi;
				end
				else begin  
					X0 = Xi;
					Y0 = Yi;
					Z0 = angle - p2pi;
				end			
			end
		end
	else
		begin
			if(trig_rot) begin  
				if(angle[N-1]) begin  
					X0 = 32'b0001_0000000000000000000000000000;
					Y0 = 32'b0000_0000000000000000000000000000;
					Z0 = angle;
				end
				else begin  
					X0 = 32'b0001_0000000000000000000000000000;
					Y0 = 32'b0000_0000000000000000000000000000;
					Z0 = angle;
				end
			end
			else begin  
				if(angle[N-1]) begin  
					X0 = Xi;
					Y0 = Yi;
					Z0 = angle;
				end
				else begin  
					X0 = Xi;
					Y0 = Yi;
					Z0 = angle;
				end			
			end		
		end
end
assign X[0] = X0;
assign Y[0] = Y0;
assign Z[0] = Z0;
genvar i;
generate
for(i = 0;i < I-1;i = i+1)
begin
	wire sign;
	wire [N-1:0] X_sft,Y_sft;
	assign sign = Z[i][N-1];	
	assign X_sft = X[i] >>> i;
	assign Y_sft = Y[i] >>> i;
	add_sub #(N) add_sub_X(X[i],Y_sft,~sign,X[i+1]);
	add_sub #(N) add_sub_Y(Y[i],X_sft,sign,Y[i+1]);
	add_sub #(N) add_sub_Z(Z[i],lookup_table[i],~sign,Z[i+1]);
end
endgenerate
correction #(N) correction_X(X[I-1], X_cor);
correction #(N) correction_Y(Y[I-1], Y_cor);
assign Xr = (trig_rot)? 32'dz : X_cor;
assign Yr = (trig_rot)? 32'dz : Y_cor;
assign sin = (trig_rot)? Y_cor : 32'dz;
assign cos = (trig_rot)? X_cor : 32'dz;
endmodule
module add_sub #(parameter N = 32) 
(
input signed [N-1:0] X,
input signed [N-1:0] Y,
input a_s,  
output wire signed [N-1:0] result
);
assign result = (a_s)? (X - Y) : (X + Y);
endmodule
module correction
#(
parameter N = 32)
(
input signed [N-1:0] X,
output signed [N-1:0] Y
);
parameter signed K = 32'b00001001101101110100111011011011;
wire [2*N-1:0] M;
assign M = X * K;
assign Y = {{M[2*N-5:2*N-8]},{M[2*N-9:2*N-36]}};
endmodule
==> impl_results.html <==
<h3>Flow metrics</h3>
<table>
<tr><th>Metric</th><th>Value</th></tr>
<tr><th colspan="2">Outcome</th></tr>
<tr><td>Outcome</td><td>completed</td></tr>
<tr><th colspan="2">Setup path</th></tr>
<tr><td>Worst path required time</td><td>198.88 ns</td></tr>
<tr><td>Sort of element at the start of the critical path</td><td>primary input</td></tr>
<tr><td>Cell mode on critical path</td><td>o21ai_0</td></tr>
<tr><td>Critical path arrival</td><td>~97 ns</td></tr>
<tr><td>Capturing element type of the critical path</td><td>output port</td></tr>
<tr><td>CP peak stage delay</td><td>between 0.7 and 0.8 ns</td></tr>
<tr><td>Biggest fanout along the worst timing path</td><td>53</td></tr>
<tr><td>Crit Path Class</td><td>primary input to output port</td></tr>
<tr><td>Slowest CP cell</td><td>clkdlybuf4s50_1</td></tr>
<tr><th colspan="2">Route</th></tr>
<tr><td>Routed Antenna Nets</td><td>0</td></tr>
<tr><td>Vias after detailed routing</td><td>between 70000 and 80000</td></tr>
<tr><td>Total detailed-routing wirelength</td><td>around 250000 um</td></tr>
<tr><td>DR vias/cell</td><td>4.90</td></tr>
<tr><td>Average routed wire per standard cell</td><td>approximately 16 um</td></tr>
<tr><td>Count of TritonRoute iterations in the first routing pass</td><td>6</td></tr>
<tr><td>Count of antenna diodes in the layout</td><td>0</td></tr>
<tr><td>Detailed-route DRC error count</td><td>0</td></tr>
<tr><td>Number of DRC markers in iteration 0</td><td>~3700</td></tr>
<tr><th colspan="2">Floorplanning</th></tr>
<tr><td>Core utilization at floorplan</td><td>0.302</td></tr>
<tr><td>Height of the die</td><td>between 500 and 600 um</td></tr>
<tr><td>Core footprint</td><td>297000 um2</td></tr>
<tr><td>Site row count</td><td>200</td></tr>
<tr><td>Overall chip area</td><td>301000 um2</td></tr>
<tr><td>Total I/O pin count</td><td>225</td></tr>
<tr><td>Chip width</td><td>548 um</td></tr>
<tr><th colspan="2">Clock network</th></tr>
<tr><td>Buffers inserted during post-CTS setup optimization</td><td>0</td></tr>
<tr><td>Cts-stage hold buffer count</td><td>0</td></tr>
<tr><td>Number of resized instances in the post-cts repair step</td><td>0</td></tr>
<tr><th colspan="2">Global routing</th></tr>
<tr><td>Number of antenna violations at the first check in global routing</td><td>0</td></tr>
<tr><td>Global-route wire length before repair</td><td>408000 um</td></tr>
<tr><td>Maximum number of pins on one net before global-route repair</td><td>120</td></tr>
<tr><td>Via count of the first global-routing pass</td><td>about 75000</td></tr>
<tr><td>Total routing resource utilization after global routing</td><td>0.172</td></tr>
<tr><td>Total grt overflow</td><td>0</td></tr>
<tr><th colspan="2">Place</th></tr>
<tr><td>Port Buf Inserts</td><td>approximately 230</td></tr>
<tr><td>Half-perimeter wire length of the detailed placement result</td><td>roughly 220000 um</td></tr>
<tr><td>Placer's final routability congestion estimate</td><td>0.980</td></tr>
<tr><td>Placed insts</td><td>about 16000</td></tr>
<tr><th colspan="2">Cells and area</th></tr>
<tr><td>Final core utilization</td><td>0.325</td></tr>
<tr><td>Final std cells w/o fill</td><td>15700</td></tr>
<tr><td># clk buffers</td><td>0</td></tr>
<tr><td>Layout area overhead</td><td>7.72%</td></tr>
<tr><td>Share of post-route cells with drive strength above 1</td><td>0.0261</td></tr>
<tr><td>FF+latch area</td><td>0 um2</td></tr>
<tr><td>Sequential cell count</td><td>0</td></tr>
<tr><td>Number of filler instances in the final layout</td><td>31600</td></tr>
<tr><th colspan="2">STA</th></tr>
<tr><td>Upper clock frequency limit</td><td>0.00683 GHz</td></tr>
<tr><td>Fraction of the cycle the final worst path needs</td><td>0.589</td></tr>
<tr><td>Number of setup violations in the final report</td><td>0</td></tr>
<tr><td>Hold slack final</td><td>104.22 ns</td></tr>
<tr><td>Pins Over Slew Limit</td><td>0</td></tr>
<tr><td>Setup repair after global routing missed its margin</td><td>no</td></tr>
<tr><td>Worst slew margin relative to its limit</td><td>0.344</td></tr>
<tr><td>Fin Setup TNS</td><td>0 ns</td></tr>
<tr><td>Fin crit period</td><td>146.32 ns</td></tr>
<tr><td>Hold violation total from the final report</td><td>0</td></tr>
<tr><td>Slew at the pin with the worst max-slew slack</td><td>around 0.98 ns</td></tr>
<tr><th colspan="2">Synth</th></tr>
<tr><td>Total cells reported by yosys after synthesis</td><td>about 12000</td></tr>
<tr><td>Post-synthesis area per instance</td><td>7.67 um2</td></tr>
<tr><td>Yosys chip area</td><td>between 80000 and 90000 um2</td></tr>
<tr><td>Unique masters post-synth</td><td>between 100 and 150</td></tr>
<tr><td>Cell count after synthesis</td><td>11700</td></tr>
<tr><td>Combined area of all synthesized cells</td><td>between 80000 and 90000 um2</td></tr>
<tr><td>Synth Seq Share</td><td>0</td></tr>
<tr><td>Yosys synthesis warning count</td><td>5</td></tr>
<tr><th colspan="2">Hold path</th></tr>
<tr><td>Startpoint of the worst hold path</td><td>Xi[0]</td></tr>
<tr><td>Hold depth</td><td>24</td></tr>
<tr><td>WHS Endpoint</td><td>cos[0]</td></tr>
<tr><td>Hold/Removal Path Class</td><td>primary input to output port</td></tr>
<tr><th colspan="2">Run</th></tr>
<tr><td>Number of max-cap violations</td><td>0</td></tr>
<tr><td>Warning total across the stage logs</td><td>116</td></tr>
</table>
per-stage QoR:
stage / cell area, um2 / worst slack [ns]
floorplan: 89500 / 104.12
global placement: 96500 / 102.84
detailed placement: 96500 / 102.38
CTS: 96500 / 102.18
global route: 96500 / 97.44
finish: 96500 / 102.28
area by class of cell:
cell class                 instances  area, um2  area share
multi-input combinational       9405      80900       0.838
tap                             3939       4930      0.0511
inverter                        1955       7340      0.0761
timing repair buffer             368       3330      0.0346
worst max path at each step:
stage / startpoint / to / slack (ns) / depth (start not counted)
6_report: angle[2] / Yr[31] / 102.28 / 207
4_1_cts: angle[2] / Yr[31] / 102.18 / 207
5_1_grt: angle[2] / sin[31] / 97.44 / 224
kinds of logic after synthesis:
family | after synthesis | synth area share
AND/OR/NAND/NOR | 2878 | 0.153
AND-OR/OR-AND | 2756 | 0.198
multiplexers | 92 | 0.0110
adder cells (fa/ha/maj) | 2416 | 0.415
XOR/XNOR | 1263 | 0.125
buffers and inverters | 2270 | 0.0985
worst max-delay path: cells and delay by family:
family / cells / cell delay [ns]
and+or+nand+nor: 33 / 5.44
adders and majority gates: 18 / 7.38
xor gates and xnor gates: 4 / 1.21
AOI/OAI and AO/OA: 131 / 27.56
buffers and inverters: 21 / 5.23
metal layers:
metal,global-route usage,up-vias,wire length (um)
met5,0,-,0
met4,0.0347,0,6110
met3,0.0268,266,12400
met2,0.284,1672,118000
met1,0.241,35300,117000
li1,-,39500,-
synth_stat cells, types with 38 or more instances:
library cell / count / area share
o41ai_1: 38 / 0.0037
a21o_1: 264 / 0.022
a211oi_1: 122 / 0.010
nor2_1: 1007 / 0.042
mux2i_1: 72 / 0.0080
clkbuf_1: 192 / 0.0080
or2_2: 65 / 0.0045
xnor2_1: 863 / 0.084
buf_4: 65 / 0.0054
nor3_1: 232 / 0.013
or3_1: 136 / 0.0095
fa_1: 923 / 0.21
o211ai_1: 49 / 0.0041
inv_1: 1946 / 0.082
a21oi_1: 753 / 0.042
o21ai_0: 611 / 0.034
xor2_1: 391 / 0.038
a31oi_1: 89 / 0.0062
and3_1: 72 / 0.0050
buf_1: 42 / 0.0018
and2_1: 59 / 0.0041
o21a_1: 134 / 0.011
nand3_1: 150 / 0.0084
o21bai_1: 168 / 0.014
nor4_1: 65 / 0.0045
nand2b_1: 123 / 0.0086
ha_1: 1492 / 0.21
nand4_1: 65 / 0.0045
nor2b_1: 141 / 0.0099
a21boi_0: 111 / 0.0093
o31ai_1: 82 / 0.0069
nand2_1: 643 / 0.027
layout by cell type, fill, tap and decap left out, types with 59 or more instances in the layout:
cell type        count
or3_1              136
xnor2_1            861
buf_4              144
nor3_1             232
or2_2               65
nand2b_1           120
nor4_1              65
a21oi_1            750
o21a_1             133
o21bai_1           168
nand4_1             65
a21o_1             264
nand3_1            150
nor2_1            1007
mux2i_1             72
a211oi_1           122
nor2b_1            141
xor2_1             391
a31oi_1             89
fa_1               923
clkdlybuf4s50_1    223
and2_1              59
and3_1              72
ha_1              1492
o21ai_0            611
o31ai_1             82
nand2_1            643
a21boi_0           111
inv_1             1945

**./run.sh**
```bash
#!/bin/bash
# OpenROAD 26Q1-2900-gdf79404cd8, Yosys 0.63+post, stock flow scripts
make -C /OpenROAD-flow-scripts/flow DESIGN_CONFIG=/design/flow/config.mk WORK_HOME=/design/flow/orfs finish
```
**./config.mk**
```make
export PLATFORM = sky130hd
export DESIGN_NAME = arctan_lookup
export DESIGN_NICKNAME = arctan_lookup
export VERILOG_FILES = /design/flow/design.v
export SDC_FILE = /design/flow/constraint.sdc
export NUM_CORES = 4
export LEC_CHECK = 1
export CORE_AREA = 10 10 70 70
export DIE_AREA = 0 0 80 80
```
**./constraint.sdc**
```tcl
current_design arctan_lookup

set clk_period 1.8
set clk_io_pct 0.2

create_clock -name clk0 -period $clk_period

set non_clock_inputs [all_inputs -no_clocks]
set_input_delay [expr $clk_period * $clk_io_pct] -clock clk0 $non_clock_inputs
set_output_delay [expr $clk_period * $clk_io_pct] -clock clk0 [all_outputs]
```
**./design.v**
```verilog
`default_nettype none
module arctan_lookup #(
	parameter N = 32,
	parameter I = 20)
(
	input	wire	[$clog2(I)-1:0] 	j,
	output 	wire	[N-1:0] 		arctan
);
	reg [N-1:0] lookup_table[0:I];
	initial
		begin
			lookup_table[0]  	<= 	32'b000_11001001000011111101101010100;
			lookup_table[1]  	<= 	32'b000_01110110101100011001110000010;
			lookup_table[2]  	<= 	32'b000_00111110101101101110101111110;
			lookup_table[3]  	<= 	32'b000_00011111110101011011101010011;
			lookup_table[4]  	<= 	32'b000_00001111111110101010110111011;
			lookup_table[5]  	<= 	32'b000_00000111111111110101010101101;
			lookup_table[6]  	<= 	32'b000_00000011111111111110101010101;
			lookup_table[7]  	<= 	32'b000_00000001111111111111110101010;
			lookup_table[8]  	<= 	32'b000_00000000111111111111111110101;
			lookup_table[9]  	<= 	32'b000_00000000011111111111111111110;
			lookup_table[10] 	<= 	32'b000_00000000001111111111111111111;
			lookup_table[11] 	<= 	32'b000_00000000000111111111111111111;
			lookup_table[12] 	<= 	32'b000_00000000000011111111111111111;
			lookup_table[13] 	<= 	32'b000_00000000000000111111111111111;
			lookup_table[14] 	<= 	32'b000_00000000000000011111111111111;
			lookup_table[15] 	<= 	32'b000_00000000000000001111111111111;
			lookup_table[16] 	<= 	32'b000_00000000000000000111111111111;
			lookup_table[17] 	<= 	32'b000_00000000000000000011111111111;
			lookup_table[18] 	<= 	32'b000_00000000000000000001111111111;
			lookup_table[19] 	<= 	32'b000_00000000000000000000111111111;
			lookup_table[20] 	<= 	32'b000_00000000000000000000011111111;
			lookup_table[21] 	<= 	32'b000_00000000000000000000001111111;
			lookup_table[22] 	<= 	32'b000_00000000000000000000000111111;
			lookup_table[23] 	<= 	32'b000_00000000000000000000000011111;
			lookup_table[24] 	<= 	32'b000_00000000000000000000000001111;
			lookup_table[25] 	<= 	32'b000_00000000000000000000000000111;
			lookup_table[26] 	<= 	32'b000_00000000000000000000000000011;
			lookup_table[27] 	<= 	32'b000_00000000000000000000000000001;
			lookup_table[28] 	<= 	32'b000_00000000000000000000000000000;
		end
	assign arctan = lookup_table[j];
endmodule
```
==> design notes <==
The flow ran to the end, and the final reports show no timing, DRC or antenna violations. The longest incremental delay of any stage on the critical path is reported as 0.25 ns. Summed over all nets, wire length on met3 after detailed routing comes to 204 um. The filler cell count is 331. Listed in order, past its start point the critical path passes buf_2 > buf_6 > ha_4 > buf_4 > mux2_4 > o22ai_1 > buf_2. The die is 80 um tall.

The buffer_ports step reported a buffer count of 34. The post-layout total power is 314 uW, and the maximum clock frequency is 565 MHz. The number of cells on the worst hold path is listed as 4.

In the final report, the number of endpoints failing setup comes to 0. Sequential cells burn 0% of the power. In this run switching power makes up 43.4% of total power. Slowest cell on the critical path: sky130_fd_sc_hd__mux2_4. The violation tally recorded at the end of detailed-routing iteration 0 is 32. The run gives 0 as the number of antenna violations at the first check in global routing. For the total inserted antenna cells, the log shows 0. The total track usage is 9.05%, and the final HPWL from detailed placement is 2050 um.

The clock network is responsible for 0% of the overall power. In this run the remaining antenna-violating nets after routing total 0. The area of all placed cells without fillers was 1430 sq um.

Signal routing reaches up to met3. Counting stages on the worst path, the most repeated cell is sky130_fd_sc_hd__buf_2. The switching component of the power was reported as 136 uW. The per-instance average area after synthesis was 6.39 sq um; the peak fanout along the critical path was 5. The layout summary lists the proportion of cells stronger than drive strength 1 as 52.8%. The area enclosed by the die boundary is 6400 sq um. The via density per instance is 4.61. The layout has 0 clock buffers. Leaving out filler cells and counting taps, the final layout contains 207. For this design, Yosys synthesis ends with a cell count of 94. The startpoint class of the critical path is an input port.

In the per-layer breakdown of the detailed-route log, met1 shows 1440 um. The OpenROAD report gives the critical path a data arrival time of 1.41 ns. The worst VDD IR drop from the latest analysis is 0.127 mV. The data required time reported for the critical path is 1.44 ns. The first-pass GRT wire length came out at 4870 um. The tools report the endpoint class of the critical path as a primary output.

The tools report the count of maximum capacitance violations as 0. With the total cell area at the placement stage at 1170 sq um, the post-synthesis instance area is 601 sq um. Class of the most critical hold timing path: input port to primary output.

The run gives 4 for the iteration count of the initial detailed-routing pass. The total negative slack for setup checks is 0 ns. The total leakage power is 0.678 nW, and the portion of the post-synthesis area used by sequential elements is 0%.

Setup repair after global routing could not meet its margin everywhere. The maximum number of pins on one net before global-route repair is 11. Category of the most critical setup path: input port to primary output.

The share of the core area taken by cells at floorplan is 17.6%. In this run the horizontal extent of the chip is 80 um. Walking the critical path from launch to capture passes 7 cell instances. The run gives 196 for the count of placed standard cells including taps. The tools report the sum of overflow across all layers after global routing as 0. The final timing summary puts the cycle share of the worst path at 98.3%.

The number of global-route vias before repair is 978, and the part of the power in combinational logic is 100.0%. The synthesized netlist has a Yosys-reported chip area of 601 sq um. In this run the power density over the cells is 219 nW/um^2.

After detailed routing, the average wire length per cell comes to 14.6 um. The run gives 37 for the count of pins on the block boundary. In the post-route report, total wirelength is listed as 3030 um. For reference, the final report shows the hold violation count at 0. After detailed routing, the met2 layer carries 1380 um of wire. For this run, design rule violations remaining after detail routing come to 0. The run gives 94 as the number of standard cells after synthesis.

Compared with the post-synthesis result, the final layout area differs by 139%. The congestion estimate from routability-driven global placement came to 0.896. The number of warnings reported in the stage logs is 40. The run gives 32 for the count of unique library cells instantiated by Yosys.

The power report lists cell-internal power as 178 uW. Per the layout area report, the register area comes to 0 sq um. Across all layers, the routed design uses 955 vias.

In this design, the largest share of critical-path delay is due to buffers and inverters. With the total number of yosys warnings at 1, the number of flip-flops and latches is 0. The smallest clock period supported by the final layout is computed as 1.77 ns. For reference, the final report shows the max-slew violation count at 0.

The floorplan has 21 rows. The worst path buffer plus inverter count is 4. After floorplanning, the core was sized to cover 3420 sq um. For this run, the share of the core covered by cells in the final layout is 42.0%.
## worst min-delay path, delay by kind of cell
| family | cells | cell delay (ns) |
|---|---|---|
| buffers and inverters | 2 | 0.22 |
| AOI/OAI and AO/OA | 1 | 0.05 |
| and+or+nand+nor | 1 | 0.12 |
## stage by stage
stage	hold WS, ns	setup slack, ns
finish	1.12	0.0311
detailed placement	1.83	-0.779
global route	1.15	0.0000263
global placement	1.84	-0.770
floorplan	0.733	0.298
CTS	1.12	0.00678
## kinds of logic (layout without fill, tap and decap cells)
kind of cell	Yosys count	count (layout)	share of synthesized area (%)
other	1	3	0.624
buffers and inverters	16	81	15.4
adders and majority gates	8	8	16.7
and+or+nand+nor	33	33	25.2
AOI/OAI and AO/OA	32	32	35.2
muxes	3	3	5.42
xor gates and xnor gates	1	1	1.46
## repair_timing
item / in CTS / in global routing
gates resized: 106 / 16
cloned: 1 / 0
pin swaps: 14 / 5
buffers inserted: 8 / 2
hold buffers: 0 / 0
setup endpoints to repair: 29 / 11
## power groups by stage
stage | registers [mW] | logic, mW | clock network, mW
6_report | 0 | 0.314 | 0
4_1_cts | 0 | 0.297 | 0
5_1_grt | 0 | 0.340 | 0
## cell usage in the layout (no fill, tap or decap), types with 5 or more instances in the layout
| cell | count |
|---|---|
| sky130_fd_sc_hd__a21oi_1 | 6 |
| sky130_fd_sc_hd__nor2_1 | 6 |
| sky130_fd_sc_hd__nand2_1 | 11 |
| sky130_fd_sc_hd__buf_6 | 8 |
| sky130_fd_sc_hd__o21ai_1 | 6 |
| sky130_fd_sc_hd__dlygate4sd2_1 | 22 |
| sky130_fd_sc_hd__ha_4 | 6 |
| sky130_fd_sc_hd__buf_2 | 5 |
| sky130_fd_sc_hd__buf_4 | 35 |
## final cells by class
type | instances | area, sq um | area share (%)
Inverter | 6 | 25.0 | 1.75
Multi-Input combinational cell | 80 | 708 | 49.4
Timing Repair Buffer | 75 | 643 | 44.9
Tap cell | 46 | 57.6 | 4.01
## path summary, 6_finish.rpt
path,start,slack [ns],to
worst max-delay path,j[0],0.03,arctan[9]
worst min-delay path,j[2],1.12,arctan[22]
## Yosys cell counts, drive strengths merged, types with 2 or more instances
cell type	number	area, sq um
a21oi	9	45.0
a221oi	2	23.8
a32oi	2	17.5
buf	9	66.3
ha	8	100
inv	6	22.5
mux2	2	22.5
nand2	12	45.0
nand2b	2	12.5
nor2	8	30.0
nor2b	4	25.0
nor3	3	15.0
nor4	2	12.5
o21a	2	15.0
o21ai	9	45.0
## per-layer routing
metal	vias up	global-route usage, %
met5	-	0
met4	0	1.06
met3	0	1.70
met2	31	14.4
met1	454	12.7
li1	470	-
No activity file was given, so power comes from the tool's default toggle rates.
